==> ./design.v <==
module bitwise_op(input[3:0]a,b,output reg[3:0]and_b,or_b,xor_b,output reg[3:0]not_a,not_b,output reg[3:0]shl,shr);
  always@(*)begin
    and_b=a&b;
    or_b=a|b;
    xor_b=a^b;
    not_a=~a;
    not_b=~b;
    shl=a<<1;
    shr=b>>1;
  end
endmodule
module t_bit();
  reg[3:0]a,b;
  wire[3:0]and_b,or_b;
  wire[3:0]not_a,not_b;
  wire[3:0]shl,shr;
  bitwise_op dut(.a(a),.b(b),.and_b(and_b),.or_b(or_b),.not_a(not_a),.not_b(not_b),.shl(shl),.shr(shr));
  initial begin $monitor("time:%0t,a=%b,b=%b,and_b=%b,or_b=%b,not_a=%b,not_b=%b,shl=%b,shr=%b",$time,a,b,and_b,or_b,not_a,not_b,shl,shr);
    a = 4'b1010; b = 4'b1100; #10;
    a = 4'b0101; b = 4'b0011; #10;
    a = 4'b1111; b = 4'b0000; #10;
    a = 4'b1001; b = 4'b0110; #10;
  end
  initial begin
    $dumpfile("dump.vcd");
    $dumpvars(0,t_bit);
  end
endmodule
==> ./run.sh <==
#!/bin/bash
# OpenROAD 26Q1-2900-gdf79404cd8, Yosys 0.63+post, stock flow scripts
make -C /OpenROAD-flow-scripts/flow DESIGN_CONFIG=/design/flow/config.mk WORK_HOME=/design/flow/orfs finish
==> ./config.mk <==
export PLATFORM = sky130hd
export DESIGN_NAME = bitwise_op
export DESIGN_NICKNAME = bitwise_op
export VERILOG_FILES = /design/flow/design.v
export SDC_FILE = /design/flow/constraint.sdc
export NUM_CORES = 4
export LEC_CHECK = 1
export CORE_AREA = 10 10 70 70
export DIE_AREA = 0 0 80 80
==> ./constraint.sdc <==
current_design bitwise_op

set clk_period 1.0
set clk_io_pct 0.2

create_clock -name clk0 -period $clk_period

set non_clock_inputs [all_inputs -no_clocks]
set_input_delay [expr $clk_period * $clk_io_pct] -clock clk0 $non_clock_inputs
set_output_delay [expr $clk_period * $clk_io_pct] -clock clk0 [all_outputs]
==> results.sh <==
# flow metrics
export IMPL_ys_chip_area_um2=209
export IMPL_die_w_um=80
export IMPL_maxCapViolations=0
export IMPL_p_total_w=0.000180
export IMPL_grt_pass1_wl_um=1370
export IMPL_area_growth_pct=198
export IMPL_start_kind="primary input"
export IMPL_fin_cells=115
export IMPL_ir_worst_vdd_v=0.0000896
export IMPL_top_area_cell="ha_1"
export IMPL_antennaDiodeCount=0
export IMPL_crit_family="buffers and inverters"
export IMPL_lay_top_cells="dlygate4sd2_1 (15), buf_4 (13), inv_2 (8)"
export IMPL_ys_cells=29
export IMPL_worst_ep_required_time_ns=0.80
export IMPL_synthDistinctLibCells=4
export IMPL_grt_setup_unrepaired="false"
export IMPL_critPathBufInv=3
export IMPL_wl_met3_um=161
export IMPL_p_leak_nw=0.338
export IMPL_firstDrtPassIters=1
export IMPL_grtUsageTotal_pct=2.54
export IMPL_syn_inst=29
export IMPL_gp_congestion=0.768
export IMPL_critical_path_max_stage_delay_ns=0.28
export IMPL_worstSetupEndpointType="output pin"
export IMPL_m1WireLength_um=308
export IMPL_num_vias=292
export IMPL_port_buffers=34
export IMPL_final_common_cell="dlygate4sd2_1"
export IMPL_vias_per_cell=2.54
export IMPL_drtAntennaViolNets=0
export IMPL_num_io_pins=36
export IMPL_crit_type="in2out"
export IMPL_warning_count=36
export IMPL_hpwl_um=882
export IMPL_wl_per_cell_um=8.43
export IMPL_flops=0
export IMPL_placed_cell_area_um2=611
export IMPL_post_route_util_pct=18.2
export IMPL_top_cell_area_share_pct=47.9
export IMPL_arrival_ns=0.77
export IMPL_setup_viol=0
export IMPL_holdPathStages=3
export IMPL_avgSynthCellArea_um2=7.21
export IMPL_yosysSeqAreaShare_pct=0
export IMPL_hold_violations=0
export IMPL_routed_top_layer="met3"
export IMPL_p_per_area_nw_per_um2=290
export IMPL_path_cells="buf_6 -> inv_2 -> ha_1 -> clkdlybuf4s15_1"
export IMPL_coreArea_um2=3420
export IMPL_route_met2_wl_um=499
export IMPL_grt_overflow=0
export IMPL_register_area_um2=0
export IMPL_final_cell_area_um2=622
export IMPL_fp_util_pct=6.12
export IMPL_dpl_cell_count=110
export IMPL_grt_antenna_before_repair=0
export IMPL_slowest_stage="ha_1"
export IMPL_drt_drc_violations_left=0
export IMPL_nClkBuffers=0
export IMPL_yosys_warnings=1
export IMPL_fin_crit_ns=0.966
export IMPL_crit_fanout=2
export IMPL_synth_cell_area_um2=209
export IMPL_fmax_mhz=1030
export IMPL_drt_iter0_markers=0
export IMPL_grt_max_degree=4
export IMPL_rows=21
export IMPL_layout_drive_gt1_share_pct=58.0
export IMPL_status="finished, final reports clean"
export IMPL_slew_violations=0
export IMPL_hold_path_class="in2out"
export IMPL_grt_pass1_vias=284
export IMPL_drt_wl_total_um=969
export IMPL_die_height_um=80
export IMPL_cp_depth=4
export IMPL_finalCritPeriodShare_pct=96.6
export IMPL_dieArea_um2=6400
export IMPL_synthTopCellsByArea="ha_1 (48%), buf_4 (29%), inv_1 (22%)"
routing by layer:
metal  vias up  global-route usage (%)
met5         -                       0
met4         0                       0
met3         0                    1.70
met2        18                    4.82
met1       124                    2.31
li1        150                       -
logic make-up (layout without fill, tap and decap cells):
family,Yosys count,in the layout,synth area share (%)
adder cells (fa/ha/maj),8,8,47.9
buffers and inverters,20,59,50.3
other,1,2,1.79
area by class of cell:
| cell class | count | area (um2) |
|---|---|---|
| fillers | 382 | 2790 |
| inverters | 12 | 45.0 |
| multi-input cells | 10 | 138 |
| well taps | 46 | 57.6 |
| repair buffers | 47 | 382 |
timing repair:
action,CTS,global route
endpoints found under the hold margin,0,0
setup buffers,5,0
gates cloned,0,0
setup endpoints to repair,26,5
hold buffers,0,0
pin swaps,2,0
gates resized,87,5
cell usage after synthesis:
master	n
inv_1	12
buf_4	8
conb_1	1
ha_1	8
worst paths after layout:
path,endpoint,from
max,xor_b[1],b[1]
min,and_b[3],a[3]
worst min-delay path, stage by stage:
cell	delay, ns
buf_6	0.07
ha_1	0.13
clkbuf_2	0.09
metrics by stage:
step	TNS, ns	hold WS [ns]	setup slack, ns
final	0	0.691	0.0335
after global placement	-13.26	1.27	-0.687
after floorplan	0	0.419	0.336
after CTS	0	0.736	0.00642
after detailed placement	-13.54	1.28	-0.707
after global routing	0	0.712	0.00927
power breakdown:
part / internal (W) / switching (W) / total, W
Combinational: 0.000127 / 0.0000535 / 0.000180
Sequential: 0 / 0 / 0
Clock: 0 / 0 / 0
Total: 0.000127 / 0.0000535 / 0.000180
Power is estimated from default activity; no workload was simulated.
